**/design/flow/run.sh**
```bash
#!/bin/bash
# OpenROAD 26Q1-2900-gdf79404cd8, Yosys 0.63+post, stock flow scripts
make -C /OpenROAD-flow-scripts/flow DESIGN_CONFIG=/design/flow/config.mk WORK_HOME=/design/flow/orfs finish
```
**/design/flow/config.mk**
```make
export PLATFORM = sky130hd
export DESIGN_NAME = top_level
export DESIGN_NICKNAME = top_level
export VERILOG_FILES = /design/flow/design.v
export SDC_FILE = /design/flow/constraint.sdc
export NUM_CORES = 4
export LEC_CHECK = 1
export CORE_UTILIZATION = 40
```
**/design/flow/constraint.sdc**
```tcl
current_design top_level

set clk_period 4.4
set clk_io_pct 0.2

create_clock -name clk0 -period $clk_period [get_ports {CLK}]

set non_clock_inputs [all_inputs -no_clocks]
set_input_delay [expr $clk_period * $clk_io_pct] -clock clk0 $non_clock_inputs
set_output_delay [expr $clk_period * $clk_io_pct] -clock clk0 [all_outputs]
```
**/design/flow/design.v**
```verilog
module top_level (
   input  CLK,  
   input  RST,  
   input  [3:0] BUTTON,  
   output [7:0] LED,  
   input  UART_RX,  
   output UART_TX  
);
   wire [7:0] DATA_FROM_RX;
   wire TX_IDLE, RX_READY;
   wire DATA_VALID;
   wire UART_RX_S, UART_TX_S;
   reg [127:0] KEY;
   reg [7:0] LED_STATE;
   reg [7:0] DATA_TO_TX;
   reg TX_ENABLE;
   reg ERR;
   reg start_bit;
   uart uart_inst (
      .clkin ( CLK ),
      .rstin ( RST ),
      .txdatain ( DATA_TO_TX ),
      .txrdyin ( TX_ENABLE ),
      .rxpin ( UART_RX_S ),
      .rxdataout ( DATA_FROM_RX ),
      .rxrdyout ( RX_READY ),
      .txrdyout ( DATA_VALID ),
      .txpin ( UART_TX_S ),
      .errout ( ERR )
   );
   defparam uart_inst.CLKS_PER_BIT = 104;
   assign UART_TX = UART_TX_S;
   assign UART_RX_S = UART_RX;
   assign KEY = 'h2b7e151628aed2a6abf7158809cf4f3c;
   assign LED = LED_STATE;
   always @(posedge CLK) begin
     TX_ENABLE <= 0;
     if (RX_READY == 1) begin
        if (start_bit == 1) begin
           LED_STATE <= DATA_FROM_RX;
           start_bit <= 0;
        end else if (DATA_FROM_RX == 'h53 | DATA_FROM_RX == 'h73) begin
           TX_ENABLE <= 1;
           DATA_TO_TX <= "A";
           start_bit <= 1;
        end else begin
           LED_STATE <= 'h00;
        end
     end
   end
endmodule
module uart ( clkin, rstin, txdatain, txrdyin, rxpin, rxdataout, rxrdyout, txrdyout, txpin, errout );
parameter CLKS_PER_BIT = 2500;  
input clkin;
input rstin;
input [7:0] txdatain;
input rxpin;
input txrdyin;
output [7:0] rxdataout;
output txpin;
output rxrdyout;
output txrdyout;
output errout;
reg [15:0] rxctr = 0;
reg [15:0] txctr = 0;
reg [2:0] rxbitctr = 3'b0;
reg [2:0] txbitctr = 3'b0;
reg [7:0] rxdataout = 8'h0;
reg txpin = 1'b0;
reg rxrdyout = 1'b0;
reg errout = 1'b0;
reg txrdyout = 1'b0;
reg [1:0] rxstate = 2'b0;
reg [1:0] txstate = 2'b0;
always @( posedge clkin ) begin
	if (rstin) begin
		rxctr <= 0;
		rxstate <= 2'b00;
		rxbitctr <= 3'b0;
		errout <= 1'b0;
		rxrdyout <= 1'b0;
	end else begin
		case ( rxstate )
			2'b00:
				begin
					rxctr <= 0;
					rxbitctr <= 3'b0;
					rxrdyout <= 1'b0;
					if (rxpin == 1'b0) begin
						rxdataout <= 8'h00;
						rxstate <= 2'b01;
					end else begin
						rxstate <= 2'b0;
					end
				end
			2'b01:
				begin
					if ( rxctr == (CLKS_PER_BIT-1)/2 ) begin
						rxctr <= 0;
						if (rxpin == 1'b0) begin
							rxstate <= 2'b10;		
						end else begin
							rxstate <= 2'b0;
						end
					end else begin
						rxctr <= rxctr + 1'b1;
						rxstate <= 2'b01;
					end
				end
			2'b10:
				begin
					if ( rxctr == CLKS_PER_BIT-1 ) begin
						rxctr <= 0;
						rxdataout[rxbitctr] <= rxpin;
						if (rxbitctr == 3'b111) begin
							rxbitctr <= 3'b0;
							rxstate <= 2'b11;
						end else begin
							rxbitctr <= rxbitctr + 1'b1;
							rxstate <= 2'b10;
						end
					end else begin
						rxctr <= rxctr + 1'b1;
						rxstate <= 3'b010;
					end
				end
			2'b11:
				begin
					if ( rxctr == CLKS_PER_BIT-1 ) begin
						rxctr <= 0;
						if (rxpin == 1'b1) begin
							rxrdyout <= 1'b1;
						end else begin
							errout <= 1'b1;
						end
						rxstate <= 2'b00;
					end else begin
						rxctr <= rxctr + 1'b1;
						rxstate <= 2'b11;
					end
				end
		endcase
	end
end
always @( posedge clkin ) begin
	if (rstin) begin
		txstate <= 2'b00;
		txrdyout <= 1'b1;
		txpin <= 1'b1;
		txctr <= 0;
		txbitctr <= 3'b0;
	end else begin
		case ( txstate )
			2'b00:
				begin
					txctr <= 0;
					txbitctr <= 3'b0;
					txrdyout <= 1'b1;
					if (txrdyin == 1'b1) begin
						txrdyout <= 1'b0;
						txstate <= 2'b01;
					end else begin
						txstate <= 2'b00;
					end
				end
			2'b01:
				begin
					txpin <= 1'b0;
					if (txctr == (CLKS_PER_BIT-1)) begin
						txctr <= 0;
						txstate <= 2'b10;
					end else begin
						txctr <= txctr + 1'b1;
					end
				end
			2'b10:
				begin
					txpin <= txdatain[txbitctr];
					if (txctr == (CLKS_PER_BIT-1)) begin
						txctr <= 0;
						if (txbitctr == 3'b111) begin
							txbitctr <= 3'b0;
							txstate <= 2'b11;
						end else begin
							txbitctr <= txbitctr + 1'b1;
							txstate <= 2'b10;
						end
					end else begin
						txctr <= txctr + 1'b1;
					end
				end
			2'b11:
				begin
					txpin <= 1'b1;
					if (txctr == (CLKS_PER_BIT-1)) begin
						txctr <= 0;
						txstate <= 2'b00;
						txrdyout <= 1'b1;
					end else begin
						txctr <= txctr + 1'b1;
					end
				end
		endcase
	end
end
endmodule 
```
==> impl_metrics.prom <==
# HELP chip_impl_metric Metrics from one implementation run
# TYPE chip_impl_metric gauge
chip_impl_info{name="outcome",value="completed"} 1
chip_impl_metric{name="final_layout_size_suffix_gt1_frac",unit=""} 0.0602
chip_impl_info{name="setup.worst_path.end_class",value="flip-flop"} 1
chip_impl_metric{name="antenna_cell_count",unit=""} 0
chip_impl_metric{name="finalPower",unit="µW"} 1330
chip_impl_metric{name="cts_max_path_buffers",unit=""} 2
chip_impl_metric{name="clock-skew-final",unit="ns"} 0.00814
chip_impl_metric{name="grt_antenna_before_repair",unit=""} 0
chip_impl_metric{name="die_height",unit="µm"} 90.7
chip_impl_metric{name="cts_setup_buffers",unit=""} 0
chip_impl_metric{name="worstPathMaxFanout",unit=""} 9
chip_impl_metric{name="yosys.stat.chipArea",unit="mm²"} 0.00315
chip_impl_info{name="worst_path_dominant_cell_family",value="buffers and inverters"} 1
chip_impl_metric{name="placement.cell_area",unit="mm²"} 0.00333
chip_impl_metric{name="finish.instance_area",unit="mm²"} 0.00353
chip_impl_metric{name="std_cell_core_area",unit="mm²"} 0.00741
chip_impl_metric{name="final.fill_count",unit=""} 678
chip_impl_metric{name="postSynthAreaPerCell",unit="µm²"} 9.45
chip_impl_metric{name="timing.reg2reg.setup_slack",unit="ns"} 2.26
chip_impl_metric{name="cts_sinks",unit=""} 62
chip_impl_metric{name="synth-seq-area-share",unit=""} 0.449
chip_impl_metric{name="synthDistinctLibCells",unit=""} 49
chip_impl_metric{name="number_of_standard_cells_reported_by_yosys",unit=""} 333
chip_impl_metric{name="synth_largest_type_area_fraction",unit=""} 0.286
chip_impl_metric{name="stage_log_warnings",unit=""} 37
chip_impl_metric{name="finalMaxSlewViolations",unit=""} 0
chip_impl_metric{name="period_minus_slack",unit="ns"} 2.29
chip_impl_info{name="crit_type",value="in2reg"} 1
chip_impl_metric{name="max_cap_viol_count",unit=""} 0
chip_impl_metric{name="vias",unit=""} 2265
chip_impl_metric{name="areaGrowthSynthToFinish",unit="%"} 12.4
chip_impl_info{name="worstPathCellList",value="clkdlybuf4s50_1 -> a31oi_1 -> and3_1"} 1
chip_impl_metric{name="synth-edff-count",unit=""} 17
chip_impl_metric{name="worst_path_largest_cell_delay",unit="ns"} 0.59
chip_impl_metric{name="io_pins",unit=""} 16
chip_impl_metric{name="first_pass_iters",unit=""} 5
chip_impl_info{name="dominantRegCellSynth",value="dfxtp_1"} 1
chip_impl_metric{name="finalCoreUtilization",unit=""} 0.477
chip_impl_metric{name="overflow",unit=""} 0
chip_impl_info{name="min_path_type",value="reg2reg"} 1
chip_impl_metric{name="numSynthFlops",unit=""} 62
chip_impl_info{name="cts_root_buffer",value="clkbuf_8"} 1
chip_impl_metric{name="setup_viol",unit=""} 0
chip_impl_metric{name="postSynthCellCount",unit=""} 333
chip_impl_metric{name="die_x",unit="µm"} 90.7
chip_impl_metric{name="dpl.hpwl",unit="mm"} 3.46
chip_impl_metric{name="worst-path-buf-inv",unit=""} 1
chip_impl_metric{name="pin_count_of_the_biggest_net_entering_global_routing",unit=""} 27
chip_impl_info{name="crit_slowest_cell",value="clkdlybuf4s50_1"} 1
chip_impl_metric{name="timing.hold.ws",unit="ns"} 0.446
chip_impl_metric{name="placement_rows",unit=""} 31
chip_impl_metric{name="grt_pass1_vias",unit=""} 2040
chip_impl_metric{name="wl_per_cell",unit="µm"} 11.4
chip_impl_metric{name="chipArea",unit="mm²"} 0.00822
chip_impl_metric{name="ys_warn_count",unit=""} 3
chip_impl_metric{name="drc_violations",unit=""} 0
chip_impl_metric{name="clock.latency.late_pin",unit="ns"} 0.32
chip_impl_metric{name="worst_slew_pin_slew",unit="ns"} 0.719
chip_impl_metric{name="routed_via_density",unit=""} 5.06
chip_impl_metric{name="max-vdd-ir-drop",unit="µV"} 158
chip_impl_metric{name="period_used_share",unit=""} 0.521
chip_impl_metric{name="routabilityCongestion",unit=""} 0.806
chip_impl_metric{name="postCtsResizedCells",unit=""} 0
chip_impl_metric{name="cts.hold.buffers_added",unit=""} 0
chip_impl_metric{name="htree_levels",unit=""} 3
chip_impl_info{name="tritoncts",value="done"} 1
chip_impl_metric{name="fmaxAchievable",unit="GHz"} 0.436
chip_impl_metric{name="power-per-cell-area",unit="mW/mm²"} 375
chip_impl_info{name="grt_setup_unrepaired",value="false"} 1
chip_impl_metric{name="synthesis.area",unit="mm²"} 0.00315
chip_impl_metric{name="clk_pin_slew",unit="ns"} 0.06
chip_impl_metric{name="critical_path_arrival",unit="ns"} 2.27
chip_impl_metric{name="finalWirelength",unit="mm"} 5.12
chip_impl_info{name="yosys.area.top_type",value="dfxtp_1"} 1
chip_impl_metric{name="final_hold_viol_count",unit=""} 0
chip_impl_metric{name="critical_path_required",unit="ns"} 4.38
chip_impl_metric{name="relSlewSlack",unit=""} 0.521
chip_impl_metric{name="drtIter0Drc",unit=""} 100
chip_impl_metric{name="grt_pass1_wl",unit="mm"} 9.13
chip_impl_metric{name="cts_buffers",unit=""} 9
chip_impl_metric{name="asyncSetResetFlopFracSynth",unit=""} 0
chip_impl_info{name="worst_setup_path_start_kind",value="input port"} 1
chip_impl_metric{name="initial_core_util",unit=""} 0.425
chip_impl_metric{name="port_buffers",unit=""} 11
chip_impl_metric{name="track_usage",unit=""} 0.135
chip_impl_metric{name="static-leakage-power",unit="µW"} 0.00121
chip_impl_metric{name="setup_tns",unit="ns"} 0
chip_impl_metric{name="route.antenna.remaining_nets",unit=""} 0
chip_impl_info{name="synth.top_cells.by_area",value="dfxtp_1 29%, edfxtp_1 16%, ha_1 6.0%"} 1
## synth_stat cells (all sizes together) (9+ instances only)
| master | count |
|---|---|
| nor2 | 48 |
| dfxtp | 45 |
| nor4 | 13 |
| inv | 14 |
| nand4 | 16 |
| and2 | 11 |
| xnor2 | 21 |
| xor2 | 9 |
| nand2 | 26 |
| ha | 15 |
| edfxtp | 17 |
| nor3 | 12 |
| nand3 | 12 |
## cells in the final DEF, fill, tap and decap left out, types with 9 or more instances in the layout
cell,count
and2_1,10
clkbuf_8,9
clkdlybuf4s50_1,11
dfxtp_1,45
edfxtp_1,17
ha_1,15
inv_1,14
nand2_1,26
nand3_1,12
nand4_1,15
nor2_1,48
nor3_1,12
nor4_1,11
xnor2_1,21
xor2_1,9
## per-stage QoR
stage	cells	setup WS (ns)
finish	448	2.11
global route	448	2.02
CTS	448	2.12
detailed placement	432	1.77
global placement	432	1.80
floorplan	333	2.44
## power by group
part           leakage, µW  switching [µW]  internal [µW]  total [µW]
registers         0.000523            17.6            606         624
clock network     0.000103             202            312         514
logic             0.000587             107           79.8         187
## per-layer routing
metal,track usage,wire length (µm),vias to the layer above
met3,0.0205,119,6
met1,0.215,2660,1034
met4,0.0228,65,0
li1,-,-,1198
met5,0,0,-
met2,0.205,2270,27
## flip-flops by register name, indices dropped and copies added, names as in the netlist
register and count:
uart_inst.txctr 16, uart_inst.rxbitctr 3, LED_STATE 8, uart_inst.rxctr 16, uart_inst.rxrdyout 1, uart_inst.txbitctr 3, uart_inst.rxdataout 8, start_bit 1
uart_inst.txpin 1, uart_inst.txstate 2, uart_inst.rxstate 2, TX_ENABLE 1
## logic make-up after synthesis
logic type / after synthesis / synth area share
xor gates and xnor gates: 30 / 0.0835
muxes: 7 / 0.0227
buffers and inverters: 26 / 0.0346
DFF: 62 / 0.449
and+or+nand+nor: 169 / 0.294
adders and majority gates: 15 / 0.0597
AOI/OAI and AO/OA: 24 / 0.0565
## area by class of cell
class	count	area, µm²	share of cell area
Multi-Input combinational cell	245	1630	0.460
Sequential cell	62	1410	0.399
Clock buffer	10	128	0.0361
Tap cell	99	124	0.0350
Timing Repair Buffer	12	118	0.0333
Clock inverter	6	76.3	0.0216
Inverter	14	52.6	0.0149
## path summary, 6_finish.rpt
path	startpoint	to	cells past startpoint
worst min register to register	uart_inst.rxctr[0]$_SDFF_PP0_	uart_inst.rxctr[0]$_SDFF_PP0_	1
worst max register to register	uart_inst.rxctr[0]$_SDFF_PP0_	uart_inst.rxctr[6]$_SDFF_PP0_	5
worst max-delay path	UART_RX	uart_inst.rxdataout[1]$_SDFFCE_PN0P_	3
worst min-delay path	uart_inst.rxctr[0]$_SDFF_PP0_	uart_inst.rxctr[0]$_SDFF_PP0_	1
Power is estimated from default activity; no workload was simulated.
